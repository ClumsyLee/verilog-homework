$ cat design/flow/run.sh
#!/bin/bash
# OpenROAD 26Q1-2900-gdf79404cd8, Yosys 0.63+post, stock flow scripts
make -C /OpenROAD-flow-scripts/flow DESIGN_CONFIG=/design/flow/config.mk WORK_HOME=/design/flow/orfs finish
$ cat design/flow/design.v
`timescale 1us/100ns
module data_whiting(
    output [7:0] dout,
    output next_indicator,
    input [7:0] din,
    input indicator,
    input clk,
    input reset_n
);
localparam RANDOM_INIT = 9'b1_1111_1111;
localparam WAITING = 0,
           PADDING = 1,
           ENCODING = 2;
reg [1:0] state, next_state;
reg [6:0] count, next_count;
reg [8:0] random_regs, next_random_regs;
reg [7:0] working_random, next_working_random;
wire [8:0] next_random = {random_regs[5] ^ random_regs[0], random_regs[8:1]};
always @(*) begin
    case (state)
        WAITING: begin
            if (indicator)
                next_state = PADDING;
            else
                next_state = WAITING;
            next_count = 0;
            next_random_regs = RANDOM_INIT;
            next_working_random = RANDOM_INIT;
        end
        PADDING: begin
            if (count < 79) begin
                next_state = PADDING;
                next_count = count + 1;
                next_random_regs = RANDOM_INIT;
            end else begin
                next_state = ENCODING;
                next_count = 0;
                next_random_regs = next_random;
            end
            next_working_random = RANDOM_INIT;
        end
        ENCODING: begin
            if (indicator) begin
                next_state = WAITING;
                next_count = 0;
            end else begin
                next_state = ENCODING;
                next_count = count + 1;
            end
            next_random_regs = next_random;
            next_working_random = (count[2:0] == 7 ?
                                   random_regs :
                                   working_random);
        end
        default: begin
            next_state = WAITING;
            next_count = 0;
            next_random_regs = RANDOM_INIT;
            next_working_random = RANDOM_INIT;
        end
    endcase
end
always @(posedge clk or negedge reset_n) begin
    if (~reset_n) begin
        state <= WAITING;
        count <= 0;
        random_regs <= RANDOM_INIT;
        working_random <= RANDOM_INIT;
    end else begin
        state <= next_state;
        count <= next_count;
        random_regs <= next_random_regs;
        working_random <= next_working_random;
    end
end
assign next_indicator = indicator;
assign dout = (state == ENCODING ? din ^ working_random : din);
endmodule
`timescale 1us/100ns
module fifo(
    output [7:0] dout,
    output indicator,   
    input [7:0] din,
    input din_valid,
    input clk,
    input reset_n
);
parameter SIZE = 20,
          INDEX_WIDTH = 8,
          MAX_INDEX = SIZE * 8 - 1;
localparam WAITING = 0,
           RECEIVING = 1,
           LEFT_PADDING = 2,
           TRANSFERING = 3,
           RIGHT_PADDING = 4;
reg [2:0] state, next_state;
reg [MAX_INDEX:0] queue, next_queue;
reg [INDEX_WIDTH - 1:0] head, next_head;   
reg [6:0] count, next_count;
always @(*) begin
    case (state)
        WAITING: begin
            if (din_valid) begin
                next_state = RECEIVING;
                next_queue = {queue[MAX_INDEX - 8:0],
                              din};
                next_head = 8;
            end else begin
                next_state = WAITING;
                next_queue = queue;
                next_head = 0;
            end
            next_count = 0;
        end
        RECEIVING: begin
            if (din_valid) begin
                next_state = RECEIVING;
                next_queue = {queue[MAX_INDEX - 8:0],
                              din};
                next_head = head + 8;
            end else begin
                next_state = LEFT_PADDING;
                next_queue = queue;
                next_head = head;
            end
            next_count = 0;
        end
        LEFT_PADDING: begin
            if (count < 79) begin
                next_state = LEFT_PADDING;
                next_count = count + 1;
            end else begin
                next_state = TRANSFERING;
                next_count = 0;
            end
            next_head = head;
            next_queue = queue;
        end
        TRANSFERING: begin
            if (count < 7) begin
                next_state = TRANSFERING;
                next_head = head;
                next_count = count + 1;
            end else begin
                if (head == 8)   
                    next_state = RIGHT_PADDING;
                else
                    next_state = TRANSFERING;
                next_head = head - 8;
                next_count = 0;
            end
            next_queue = queue;
        end
        RIGHT_PADDING: begin
            if (count < 15) begin
                next_state = RIGHT_PADDING;
                next_count = count + 1;
            end else begin
                next_state = WAITING;
                next_count = 0;
            end
            next_head = 0;
            next_queue = 0;
        end
        default: begin
            next_state = WAITING;
            next_queue = 0;
            next_head = 0;
            next_count = 0;
        end
    endcase
end
always @(posedge clk or negedge reset_n) begin
    if (~reset_n) begin
        state <= WAITING;
        queue <= 0;
        head <= 0;
        count <= 0;
    end else begin
        state <= next_state;
        queue <= next_queue;
        head <= next_head;
        count <= next_count;
    end
end
assign dout = (head == 0) ? 0 : queue[(head - 1)-:8],
       indicator = (state == RECEIVING && ~din_valid) ||
                   (state == TRANSFERING && next_state == RIGHT_PADDING);
endmodule
`timescale 1us/100ns
module framing_crc(
    output reg [7:0] dout,
    output next_indicator,
    input [7:0] din,
    input indicator,
    input clk,
    input reset_n
);
localparam CRC_INIT = 16'hffff;
localparam WAITING = 0,
           SHR = 1,
           PHR_PSDU = 2,
           FCS = 3;
reg [1:0] state, next_state;
reg [6:0] count, next_count;
reg [15:0] crc, next_crc;
wire crc_in = din[(count[2:0])-:1] ^ crc[0];
always @(*) begin
    case (state)
        WAITING: begin
            if (indicator)
                next_state = SHR;
            else
                next_state = WAITING;
            next_count = 0;
            next_crc = CRC_INIT;
        end
        SHR: begin
            if (count < 79) begin
                next_state = SHR;
                next_count = count + 1;
            end else begin
                next_state = PHR_PSDU;
                next_count = 0;
            end
            next_crc = CRC_INIT;
        end
        PHR_PSDU: begin
            next_state = (indicator ? FCS : PHR_PSDU);
            next_count = (count == 7 ? 0 : count + 1);
            next_crc = {crc_in,
                        crc[15:12],
                        crc[11] ^ crc_in,
                        crc[10:5],
                        crc[4] ^ crc_in,
                        crc[3:1]};
        end
        FCS: begin
            if (count < 15) begin
                next_state = FCS;
                next_count = count + 1;
                next_crc = crc;
            end else begin
                next_state = WAITING;
                next_count = 0;
                next_crc = CRC_INIT;
            end
        end
        default: begin
            next_state = WAITING;
            next_count = 0;
            next_crc = CRC_INIT;
        end
    endcase
end
always @(posedge clk or negedge reset_n) begin
    if (~reset_n) begin
        state <= WAITING;
        count <= 0;
        crc <= CRC_INIT;
    end else begin
        state <= next_state;
        count <= next_count;
        crc <= next_crc;
    end
end
always @(*) begin
    case (state)
        SHR:
            if (count < 64)
                dout = 8'haa;
            else if (count < 72)
                dout = 8'h98;
            else
                dout = 8'hf3;
        PHR_PSDU:
            dout = din;
        FCS:
            dout = ~(count < 8 ? crc[7:0] : crc[15:8]);
        default:
            dout = 0;
    endcase
end
assign next_indicator = (state == WAITING && indicator ||
                         state == FCS && count == 15);
endmodule
`timescale 1us/100ns
module framing_encoding(
    output framing_encoding_out,
    output framing_encoding_out_valid,
    input [7:0] phr_psdu_in,
    input phr_psdu_in_valid,
    input clk,
    input reset_n
);
wire [7:0] fifo_out;
wire fifo_indicator;
fifo queue(fifo_out,
           fifo_indicator,
           phr_psdu_in,
           phr_psdu_in_valid,
           clk,
           reset_n);
wire [7:0] framing_crc_out;
wire framing_crc_indicator;
framing_crc framer(framing_crc_out, framing_crc_indicator,
                   fifo_out, fifo_indicator, clk, reset_n);
wire [7:0] whiting_out;
wire whiting_out_indicator;
data_whiting whiter(whiting_out, whiting_out_indicator,
                    framing_crc_out, framing_crc_indicator, clk, reset_n);
serializing serializer(framing_encoding_out, framing_encoding_out_valid,
                       whiting_out, whiting_out_indicator, clk, reset_n);
endmodule
`timescale 1us/100ns
module serializing(
    output reg dout,
    output reg dout_valid,
    input [7:0] din,
    input indicator,
    input clk,
    input reset_n
);
localparam WAITING = 0,
           SENDING = 1;
reg state;
wire next_state;
reg [2:0] count;
wire [2:0] next_count;
wire dout_next = din[count-:1],
     dout_valid_next = (state == SENDING);
assign next_state = (indicator ? ~state : state),
       next_count = (state == WAITING ? 0 : count + 1);
always @(posedge clk or negedge reset_n) begin
    if (~reset_n) begin
        state <= WAITING;
        count <= 0;
        dout <= 0;
        dout_valid <= 0;
    end else begin
        state <= next_state;
        count <= next_count;
        dout <= dout_next;
        dout_valid <= dout_valid_next;
    end
end
endmodule
$ cat design/flow/constraint.sdc
current_design framing_encoding

set clk_period 20.5
set clk_io_pct 0.2

create_clock -name clk0 -period $clk_period [get_ports {clk}]

set non_clock_inputs [all_inputs -no_clocks]
set_input_delay [expr $clk_period * $clk_io_pct] -clock clk0 $non_clock_inputs
set_output_delay [expr $clk_period * $clk_io_pct] -clock clk0 [all_outputs]
$ cat design/flow/config.mk
export PLATFORM = sky130hd
export DESIGN_NAME = framing_encoding
export DESIGN_NICKNAME = framing_encoding
export VERILOG_FILES = /design/flow/design.v
export SDC_FILE = /design/flow/constraint.sdc
export NUM_CORES = 4
export LEC_CHECK = 1
export CORE_UTILIZATION = 50
export SYNTH_HDL_FRONTEND = slang
==> qor_table.md <==
| Quantity | Reported |
|:---|:---|
| Antenna violations before repair | 0 |
| Placer Congestion | 0.9002 |
| Buffers and inverters on the worst path | 3 |
| DRC viols | 0 |
| Length of routed met2 wiring | 11.08 mm |
| Die area | 0.02365 mm^2 |
| Depth of the CTS H-tree | 1 |
| Tally of unique sky130hd cells used after synthesis | 61 |
| Clock insertion delay at the later pin of the skew report | 0.53 ns |
| Unrepaired setup endpoints after global routing | no |
| Time the final worst path needs with I/O delays and setup | 6.137 ns |
| Post-cts gate resize count | 0 |
| Routed length on met3 | 912 um |
| Die y size | 153.8 um |
| Number of setup violations in the final report | 0 |
| Worst hold path type | flop to flop |
| VDD IR max | 54.87 uV |
| Metal1 wirelength | 11.58 mm |
| Data arrival at the endpoint of the critical path | 6.51 ns |
| Ratio of cells with drive above 1 in the final layout | 0.1058 |
| Buffers on Ports | 12 |
| Number of synthesized flops with an enable pin | 0 |
| Portion of total power attributed to sequential cells | 0.458 |
| Cell-internal power | 807.2 uW |
| Result of the run | complete, no violations |
| Number of global-route vias before repair | 8024 |
| Area of the mapped netlist | 0.01152 mm^2 |
| Max layer used | met4 |
| Die width | 153.8 um |
| Count of tool warnings | 28 |
| Count of fill cells added during filler insertion | 2000 |
| Critical Path End Type | flop |
| Total global-route track usage | 0.2264 |
| Grt total ovfl | 0 |
| Yosys cell count | 1249 |
| Worst setup startpoint | phr_psdu_in_valid |
| Synthesized area per cell | 9.224 um^2 |
| Placement Rows | 55 |
| Post-DRT Antenna Nets | 0 |
| HPWL after detailed placement | 14.90 mm |
| Crit start category | input pin |
| Worst clock skew | 0.01611 ns |
| Routed wire length | 24.06 mm |
| Critical hold path startpoint | queue.count[0]$_DFF_PN0_ |
| Power per unit of standard cell area | 87.50 mW/mm^2 |
| Clock input transition at the sequential cells of the worst setup and hold paths | 0.06 ns |
| Post-synthesis async set-or-reset flop share | 1.000 |
| Cell Chain, Critical Path | clkdlybuf4s50_1 > o211ai_1 > buf_12 > buf_4 > o21ai_0 |
| Placed cell area | 0.01180 mm^2 |
| Library cell contributing the largest single delay on the critical path | buf_4 |
| Slew Viols, Final | 0 |
| Post-Syn Instances | 1249 |
| Ratio of routed vias to standard cells | 5.481 |
| Clock tree from TritonCTS | built |
| TritonCTS buffer count | 26 |
| Leading cell types by total area after synthesis | dfrtp_1, nand2_1, dfstp_2, o21ai_0, mux4_2 |
| Setup total negative slack | 0 ns |
| Initial DRT Pass Iterations | 5 |
| Flip-flop and latch count after synthesis | 237 |
| Number of hold buffers added after CTS | 0 |
| Antenna diode instance count | 0 |
| I/O pin cnt | 13 |
| Cell family contributing the most delay on the critical path | buffers and inverters |
| Cell leakage power | 0.005133 uW |
| Wire length of the first global-routing pass | 41.30 mm |
| Finished layout cell area | 0.01263 mm^2 |
| Area occupied by multi-input gates | 0.005106 mm^2 |
| Pre-placement core utilization | 0.5089 |
| Headroom to the max-slew limit | 0.4667 |
| Clock buffer depth | 3 |
| Wirelength per Cell | 15.79 um |
| Master cell of the clock root buffer | clkbuf_16 |
| Highest attainable clock frequency | 0.1630 GHz |
| Sink count of the clock tree | 237 |
| Source of the worst register-to-register timing path | queue.head[3]$_DFFE_PN0P_ |
| Clock Power Share | 0.408 |
| Yosys Chip Area | 0.01152 mm^2 |
| Type of the worst setup path | input pin to flop |
| Via total after detailed routing | 8347 |
| Hold violation count in the final report | 0 |
| Post-route fraction of the period consumed by the critical path | 0.2994 |
| Most instantiated flip-flop cell in the synthesis netlist | dfrtp_1 |
| Cell type with the highest aggregate area in the netlist | dfrtp_1 |
| Part of the Yosys area used for sequential elements | 0.5187 |
| Required @ worst endpoint | 20.87 ns |
| Number of post-CTS setup repair buffers | 0 |
| Leading cell types by count after synthesis | nand2_1, dfrtp_1, o21ai_0 |
| Total of max-cap violations | 0 |
| Top-area cell type share of the netlist area | 0.4366 |
| Net switching power figure | 297.9 uW |
| Measured slew at the worst slew-check pin | 0.7999 ns |
| Register area | 0.005977 mm^2 |
| Core area | 0.02264 mm^2 |
| Number of warnings issued by yosys | 0 |
| Sw Share | 0.2695 |
| Signed area change from the synthesized netlist to the final layout | 9.622% |
| Drt initial violations | 657 |
| Largest net degree at the start of global routing | 228 |
| Max FO, Critical Path | 227 |
| Delay of the slowest cell on the worst path | 0.72 ns |
| Combinational cell fraction of total power | 0.134 |
| Library cell with the highest instance count after synthesis | nand2_1 |
-- final timing paths --
path / end / cells past startpoint / slack [ns]
max in group asynchronous: queue.queue[156]$_DFFE_PN0P_ / 3 / 15.00
min in group asynchronous: whiter.count[6]$_DFF_PN0_ / 1 / 3.59
max: queue.queue[125]$_DFFE_PN0P_ / 5 / 14.36
max reg2reg: framer.crc[15]$_DFFE_PN1N_ / 12 / 16.26
min: queue.count[0]$_DFF_PN0_ / 1 / 0.47
min reg2reg: queue.count[0]$_DFF_PN0_ / 1 / 0.47
-- power groups by stage --
| stage | registers [uW] | logic [uW] | clock network [uW] |
|---|---|---|---|
| final | 506 | 148 | 451 |
| after global routing | 509 | 165 | 481 |
| after CTS | 506 | 150 | 467 |
-- metal layers --
metal | up-vias | global-route usage
met5 | - | 0
met4 | 0 | 0.04048
met3 | 33 | 0.02986
met2 | 128 | 0.3403
met1 | 4014 | 0.3815
li1 | 4172 | -
-- placed cells by master (no fill, tap or decap), types with 7 or more instances in the layout --
cell	count
o22ai_1	9
buf_4	13
nand2b_1	16
o21ai_0	176
dfstp_2	36
clkbuf_1	8
inv_1	30
nor2_1	53
clkbuf_16	26
a31oi_1	21
mux4_2	31
nand2_1	396
dfrtp_1	200
xnor2_1	20
clkdlybuf4s50_1	11
a21oi_1	22
nand3_1	20
mux2i_1	22
nor2b_1	7
xor2_1	14
nor3_1	10
-- registers in the layout, summed over array words and instances, names as in the netlist, named ones only --
signal,cells
serializer.dout_valid,1
whiter.count,7
framer.count,7
framer.state,4
serializer.count,3
serializer.dout_valid_next,1
queue.head,5
whiter.random_regs,9
whiter.state,2
whiter.working_random,8
serializer.dout,1
queue.state,5
queue.count,7
queue.queue,160
framer.crc,16
-- cell families (layout without fill, tap and decap cells) --
kind of cell / count (synthesis) / in the layout / synth area share
AND/OR/NAND/NOR: 528 / 528 / 0.1880
AND-OR/OR-AND: 274 / 274 / 0.1365
flip-flops: 237 / 237 / 0.5187
buffers and inverters: 114 / 103 / 0.03899
multiplexers: 54 / 54 / 0.08199
XOR/XNOR: 35 / 35 / 0.02824
adder cells (fa/ha/maj): 7 / 7 / 0.007602
-- final cells by class --
cell class | instances | share of cell area
Timing Repair Buffer | 26 | 0.01922
Tap cell | 285 | 0.02823
Inverter | 30 | 0.008916
Clock inverter | 7 | 0.005647
Sequential cell | 237 | 0.4733
Multi-Input combinational cell | 898 | 0.4043
Clock buffer | 40 | 0.06043
-- through the flow --
stage / total power, uW / hold WS (ns) / util / instances / setup slack [ns]
after floorplan: 617.3 / 0.4104 / - / 1249 / 15.00
after global placement: 662.7 / 0.4519 / 0.5210 / 1476 / 13.86
after detailed placement: 663.0 / 0.4558 / 0.5210 / 1476 / 13.82
after CTS: 1123 / 0.4762 / 0.5578 / 1523 / 14.39
after global routing: 1156 / 0.5031 / 0.5578 / 1523 / 14.04
final: 1105 / 0.4710 / 0.5578 / 1523 / 14.36
No activity file was given, so power comes from the tool's default toggle rates.
