`/design/flow/config.mk`:
```
export PLATFORM = sky130hd
export DESIGN_NAME = thermometer_to_bcd
export DESIGN_NICKNAME = thermometer_to_bcd
export VERILOG_FILES = /design/flow/design.v
export SDC_FILE = /design/flow/constraint.sdc
export NUM_CORES = 4
export LEC_CHECK = 1
export CORE_AREA = 10 10 70 70
export DIE_AREA = 0 0 80 80
export SYNTH_HDL_FRONTEND = slang
```
`/design/flow/constraint.sdc`:
```
current_design thermometer_to_bcd

set clk_period 2.6
set clk_io_pct 0.2

create_clock -name clk0 -period $clk_period

set non_clock_inputs [all_inputs -no_clocks]
set_input_delay [expr $clk_period * $clk_io_pct] -clock clk0 $non_clock_inputs
set_output_delay [expr $clk_period * $clk_io_pct] -clock clk0 [all_outputs]
```
`/design/flow/run.sh`:
```
#!/bin/bash
# OpenROAD 26Q1-2900-gdf79404cd8, Yosys 0.63+post, stock flow scripts
make -C /OpenROAD-flow-scripts/flow DESIGN_CONFIG=/design/flow/config.mk WORK_HOME=/design/flow/orfs finish
```
`/design/flow/design.v`:
```
module thermometer_to_bcd(bcd, thermometer);
output [7:0] bcd;
input [15:0] thermometer;
assign bcd = (thermometer == 16'b0) ? 0 :
             (thermometer == 16'b1) ? 1 :
             (thermometer == 16'b11) ? 2 :
             (thermometer == 16'b111) ? 3 :
             (thermometer == 16'b1111) ? 4 :
             (thermometer == 16'b11111) ? 5 :
             (thermometer == 16'b111111) ? 6 :
             (thermometer == 16'b1111111) ? 7 :
             (thermometer == 16'b11111111) ? 8 :
             (thermometer == 16'b111111111) ? 9 :
             (thermometer == 16'b1111111111) ? 9 :
             (thermometer == 16'b11111111111) ? {4'd1, 4'd0} :
             (thermometer == 16'b111111111111) ? {4'd1, 4'd1} :
             (thermometer == 16'b1111111111111) ? {4'd1, 4'd2} :
             (thermometer == 16'b11111111111111) ? {4'd1, 4'd3} :
             (thermometer == 16'b111111111111111) ? {4'd1, 4'd4} :
             (thermometer == 16'b1111111111111111) ? {4'd1, 4'd5} :
                                                     {4'd1, 4'd6};
endmodule
```
==> impl_metrics.env <==
# yosys + openroad results
export IMPL_run_status="finished clean"
export IMPL_timing_final_max_slew_violations=0
export IMPL_wl_mm=1.53
export IMPL_grt_pass1_wl_mm=2.58
export IMPL_detailed_place_area_sq_um=724
export IMPL_critical_path_cell_chain="dlymetal6s2s_1 -> or3_4 -> or4_4 -> o32ai_2 -> nor2_1 -> dlygate4sd2_1"
export IMPL_cap_violations=0
export IMPL_detail_route_wl_per_cell_um=10.7
export IMPL_antenna_found_initial=0
export IMPL_synthDominantCellAreaShare_pct=7.17
export IMPL_grt_pass1_vias=602
export IMPL_setup_repair_after_global_routing_missed_its_margin="false"
export IMPL_layout_sequential_cells=0
export IMPL_worst_path_required_time_ns=2.08
export IMPL_critical_path_arrival_ns=2.00
export IMPL_io_buffers=21
export IMPL_die_y_um=80
export IMPL_synth_avg_cell_area_sq_um=6.16
export IMPL_final_clkbuf_count=0
export IMPL_finalHoldViolations=0
export IMPL_yosysChipArea_sq_um=314
export IMPL_path_class="primary input to output port"
export IMPL_max_vdd_ir_drop_mv=0.0486
export IMPL_power_total_uw=77.2
export IMPL_seq_area_frac_synth_pct=0
export IMPL_starting_density_pct=9.19
export IMPL_max_clock_freq_mhz=397
export IMPL_place_hpwl_mm=1.25
export IMPL_hp_class="primary input to output port"
export IMPL_setup_worst_path_end_class="output port"
export IMPL_synth_warning_count=0
export IMPL_cp_start_kind="primary input"
export IMPL_drc_errors=0
export IMPL_finalSetupViolCount=0
export IMPL_routed_via_count=563
export IMPL_warnings=33
export IMPL_areaGrowthSynthToFinish_pct=161
export IMPL_drt_first_pass_iters=4
export IMPL_critical_path_max_fanout=3
export IMPL_antenna_cells_inserted=0
export IMPL_io_pin_count=24
export IMPL_drtAntennaViolNets=0
export IMPL_design_die_area_sq_mm=0.00640
export IMPL_grt_ovfl_total=0
export IMPL_ctsHoldBuffers=0
export IMPL_power_per_cell_area_mw_per_mm2=94.2
export IMPL_worst_path_largest_cell_delay_ns=0.49
export IMPL_core_area_sq_mm=0.00342
export IMPL_critical_path_slowest_cell="or4_4"
export IMPL_synth_cells_yosys=51
export IMPL_synth_cells=51
export IMPL_synth_top_cells_by_area="buf_4 (7.2%), nand2_1 (7.2%), nor4_4 (6.8%), a21oi_1 (6.4%), o21ai_0 (6.4%)"
export IMPL_place_congestion=0.856
export IMPL_fp_row_count=21
export IMPL_hold_slack_ns=1.57
export IMPL_proportion_of_layout_cells_with_a_drive_suffix_above_1_pct=47.9
export IMPL_period_used_pct=96.8
export IMPL_register_area_sq_um=0
export IMPL_fin_crit_ns=2.52
export IMPL_die_w_um=80
export IMPL_post_route_cell_area_sq_um=820
export IMPL_synth_cell_type_count=27
export IMPL_vias_per_cell=3.96
export IMPL_grt_usage_pct=4.66
export IMPL_grt_start_max_net_pins=5
export IMPL_top_area_cell="buf_4"
export IMPL_drtIter0Drc=17
export IMPL_layout_core_utilization_pct=24.0
export IMPL_synthTopCellsByCount="nand2_1 (6), nor2_1 (5), a21oi_1 (4), o21ai_0 (4)"
export IMPL_synthMostInstantiatedCell="nand2_1"
export IMPL_p_leak_nw=0.367
export IMPL_mappedNetlistArea_sq_um=314
where the power goes:
group,internal (mW),total (mW),leakage (nW),switching [mW]
clock,0,0,0,0
combinational,0.0425,0.0772,0.367,0.0347
sequential,0,0,0,0
cells in the final DEF, fill, tap and decap left out, types with 2 or more instances in the layout:
cell type       netlist  layout
a21oi_1               4       4
buf_2                 0       3
buf_4                 3      25
clkbuf_2              0       3
conb_1                1       3
dlygate4sd2_1         0       7
dlymetal6s2s_1        0       6
nand2_1               6       6
nand3_1               3       3
nand4_1               2       2
nor2_1                5       3
nor4_4                1       3
o21ai_0               4       3
xnor2_1               2       2
layer usage:
metal / routed length, um / vias up / track usage, %
met2: 737 / 19 / 7.95
met1: 703 / 254 / 6.33
met3: 85 / 0 / 0.795
li1: - / 290 / -
met4: 0 / 0 / 0
met5: 0 / - / 0
cell families after synthesis:
logic type,after synthesis,synth area share (%)
other,1,1.19
and+or+nand+nor,30,57.0
AOI/OAI and AO/OA,14,27.9
xor gates and xnor gates,2,5.58
buffers and inverters,4,8.36
area by class of cell:
| type | count | area (sq um) |
|---|---|---|
| well taps | 46 | 57.6 |
| multi-input cells | 49 | 384 |
| repair buffers | 46 | 374 |
| inverters | 1 | 3.75 |
| fillers | 385 | 2600 |
per-stage QoR:
step                      setup TNS [ns]  std cells  worst slack [ns]
after global routing                   0        142            0.0163
after floorplan                        0         53             0.533
after global placement             -1.97        138            -0.464
after detailed placement           -1.92        138            -0.474
final                                  0        142            0.0830
after CTS                         -0.127        142            -0.126
worst max-delay path, delay by kind of cell:
| kind | cells | cell delay, ns |
|---|---|---|
| AND/OR/NAND/NOR | 3 | 0.97 |
| buffers and inverters | 2 | 0.38 |
| AND-OR/OR-AND | 1 | 0.12 |
path summary, 6_finish.rpt:
check                      start  endpoint  slack [ns]  cells after the start
setup / recovery  thermometer[8]    bcd[1]        0.08                      6
hold / removal    thermometer[7]    bcd[0]        1.57                      6
repair_timing:
action                     4_1_cts  5_1_grt
pin swaps                        9        7
resized                         35       18
buffers inserted                 4        1
setup endpoints to repair        5        4
Power and IR drop assume default switching activity.
