`/design/flow/design.v`:
```
`timescale 10ns/1ns
module BCD7(din, dout);
input [3:0] din;
output [6:0] dout;
assign dout = (din==0)?7'b111_1110:
              (din==1)?7'b011_0000:
              (din==2)?7'b110_1101:
              (din==3)?7'b111_1001:
              (din==4)?7'b011_0011:
              (din==5)?7'b101_1011:
              (din==6)?7'b101_1111:
              (din==7)?7'b111_0000:
              (din==8)?7'b111_1111:
              (din==9)?7'b111_1011:
              (din==10)?7'b111_0111:   
              (din==11)?7'b001_1111:   
              (din==12)?7'b100_1110:   
              (din==13)?7'b011_1101:   
              (din==14)?7'b100_1111:   
              (din==15)?7'b100_0111:   
              7'b0;
endmodule
`timescale 10ns/1ns
module watchmaker(new_clk, clk);
output reg new_clk = 0;
input clk;
parameter RATIO = 100_000_000,   
          HALF_RATIO = RATIO / 2;
integer counter = 1;
always @(posedge clk) begin
    if (counter >= HALF_RATIO) begin
        counter <= 1;
        new_clk <= ~new_clk;
    end else begin
        counter <= counter + 1;
    end
end
endmodule
`timescale 10ns/1ns
module hex_led(anodes, cathodes, num, clk);
output reg [3:0] anodes;
output [7:0] cathodes;
input [15:0] num;
input clk;
reg [3:0] digit;
wire [6:0] bcd;
BCD7 bcd71(digit, bcd);
assign cathodes = ~{bcd, 1'b0};
always @(posedge clk) begin
    case (anodes)
        4'b0111: begin
            digit <= num[11:8];
            anodes <= 4'b1011;
        end
        4'b1011: begin
            digit <= num[7:4];
            anodes <= 4'b1101;
        end
        4'b1101: begin
            digit <= num[3:0];
            anodes <= 4'b1110;
        end
        default: begin
            digit <= num[15:12];
            anodes <= 4'b0111;
        end
    endcase
end
endmodule
`timescale 10ns/1ns
module receiver(rx_data, rx_status, din, clk, sample_clk);
output reg [7:0] rx_data = 0;
output reg rx_status;
input din, clk, sample_clk;
wire sample_sig;
sampler sampler1(sample_sig, din, sample_clk);
reg [7:0] shift_reg;
reg [3:0] counter = 0;
wire rst_n = ~rx_status;
always @(posedge sample_sig or negedge rst_n) begin
    if(~rst_n) begin
        shift_reg <= 0;
        counter <= 0;
    end else begin
        shift_reg <= {din, shift_reg[7:1]};
        counter <= counter + 4'b1;
    end
end
always @(posedge clk) begin
    if (counter == 4'd8) begin
        rx_data <= shift_reg;
        rx_status <= 1'b1;
    end else begin
        rx_data <= rx_data;
        rx_status <= 1'b0;
    end
end
endmodule
`timescale 10ns/1ns
module sampler(sample_sig, din, sample_clk);
output reg sample_sig;
input din, sample_clk;
parameter SAMPLE_RATIO = 16;
localparam PADDING_TIME = SAMPLE_RATIO / 2;
reg [1:0] state, next_state;
localparam STANDING_BY = 2'd0,
           PADDING = 2'd1,
           SAMPLING = 2'd2;
reg [3:0] count = 0, next_count,
          bit_count = 0, next_bit_count;
wire next_sample_sig;
always @(*) begin
    case (state)
    STANDING_BY: begin
        next_state = (din ? STANDING_BY : PADDING);
        next_count = 4'b0;
        next_bit_count = 4'b0;
    end
    PADDING: begin   
        if (count < PADDING_TIME - 1) begin
            next_state = PADDING;
            next_count = count + 4'b1;
        end else begin
            next_state = SAMPLING;
            next_count = 4'b0;
        end
        next_bit_count = 4'b0;
    end
    SAMPLING: begin   
        next_state = (bit_count == 4'd9 ? STANDING_BY : SAMPLING);
        if (count < SAMPLE_RATIO - 1) begin
            next_count = count + 4'b1;
            next_bit_count = bit_count;
        end else begin
            next_count = 4'b0;
            next_bit_count = bit_count + 4'b1;
        end
    end
    default: begin
        next_state = 0;
        next_count = 0;
        next_bit_count = 0;
    end
    endcase
end
assign next_sample_sig = (state == SAMPLING &&
                          count == SAMPLE_RATIO - 4'd2 &&
                          bit_count < 4'd8);
always @(posedge sample_clk) begin
    state <= next_state;
    count <= next_count;
    bit_count <= next_bit_count;
    sample_sig <= next_sample_sig;
end
endmodule
`timescale 10ns/1ns
module sender(dout, tx_status, tx_data, tx_en, clk, send_clk);
output dout;
output reg tx_status;
input [7:0] tx_data;
input tx_en, clk, send_clk;
localparam COUNTER_MAX = 4'd11;
reg [8:0] shift_reg;
assign dout = shift_reg[0];
reg [3:0] counter = 0;
wire rst_n = ~tx_en;
always @(posedge send_clk or negedge rst_n) begin
    if(~rst_n) begin
        counter <= 0;
    end else begin
        if (counter == 4'b0)
            shift_reg <= {tx_data, 1'b0};   
        else
            shift_reg <= {1'b1, shift_reg[8:1]};   
        if (counter < COUNTER_MAX)
            counter <= counter + 4'b1;
        else
            counter <= counter;
    end
end
always @(posedge clk) begin
    tx_status <= (counter < COUNTER_MAX ? 1'b0 : 1'b1);
end
endmodule
`timescale 10ns/1ns
module serial_transceiver(dout, led, cathodes, anodes, din, sws, clk);
output dout;
output [7:0] led;
output [7:0] cathodes;
output [3:0] anodes;
input [1:0] sws;
input din, clk;
parameter BAUD_RATE = 9600,
          SAMPLE_RATIO = 16,
          CLK_FREQUENCY = 100_000_000,
          LED_SCAN_RATE = 1000;
localparam SAMPLE_CLK_RATIO = CLK_FREQUENCY / BAUD_RATE / SAMPLE_RATIO,
           SEND_CLK_RATIO = SAMPLE_CLK_RATIO * SAMPLE_RATIO,
           LED_SCAN_RATIO = CLK_FREQUENCY / LED_SCAN_RATE;
wire sample_clk, send_clk, led_scan_clk;
watchmaker #(SAMPLE_CLK_RATIO) sample_watch(sample_clk, clk);
watchmaker #(SEND_CLK_RATIO) send_watch(send_clk, clk);
watchmaker #(LED_SCAN_RATIO) led_scan_watch(led_scan_clk, clk);
wire [7:0] rx_data;
wire rx_status;
receiver receiver1(rx_data, rx_status, din, clk, sample_clk);
wire tx_status;
wire tx_en = rx_status;   
wire [7:0] tx_data = (rx_data[7] ? ~rx_data : rx_data);
sender sender1(dout, tx_status, tx_data, tx_en, clk, send_clk);
hex_led hex_led1(anodes, cathodes, {rx_data, tx_data}, led_scan_clk);
reg [7:0] current_load = 0;
reg [9:0] count = 0, load_count = 0;
always @(posedge send_clk) begin
    if (count == 10'd512) begin
        current_load[7] <= (load_count >= 10'd4);
        current_load[6] <= (load_count >= 10'd8);
        current_load[5] <= (load_count >= 10'd16);
        current_load[4] <= (load_count >= 10'd32);
        current_load[3] <= (load_count >= 10'd64);
        current_load[2] <= (load_count >= 10'd128);
        current_load[1] <= (load_count >= 10'd256);
        current_load[0] <= (load_count >= 10'd512);
        count <= 0;
        load_count <= (tx_status ? 1'b0 : 1'b1);
    end else begin
        count <= count + 1'b1;
        if (tx_status == 1'b0)   
            load_count <= load_count + 1'b1;
        else
            load_count <= load_count;
    end
end
wire [7:0] datas = (sws[0] ? tx_data : rx_data);   
wire [7:0] status = (sws[0] ? current_load : {6'b0, rx_status, tx_status});
assign led = (sws[1] ? status : datas);
endmodule
```
`/design/flow/run.sh`:
```
#!/bin/bash
# OpenROAD 26Q1-2900-gdf79404cd8, Yosys 0.63+post, stock flow scripts
make -C /OpenROAD-flow-scripts/flow DESIGN_CONFIG=/design/flow/config.mk WORK_HOME=/design/flow/orfs finish
```
`/design/flow/constraint.sdc`:
```
current_design serial_transceiver

set clk_period 3.8
set clk_io_pct 0.2

create_clock -name clk0 -period $clk_period [get_ports {clk}]

set non_clock_inputs [all_inputs -no_clocks]
set_input_delay [expr $clk_period * $clk_io_pct] -clock clk0 $non_clock_inputs
set_output_delay [expr $clk_period * $clk_io_pct] -clock clk0 [all_outputs]
```
`/design/flow/config.mk`:
```
export PLATFORM = sky130hd
export DESIGN_NAME = serial_transceiver
export DESIGN_NICKNAME = serial_transceiver
export VERILOG_FILES = /design/flow/design.v
export SDC_FILE = /design/flow/constraint.sdc
export NUM_CORES = 4
export LEC_CHECK = 1
export CORE_UTILIZATION = 50
export SYNTH_HDL_FRONTEND = slang
```
==> impl_metrics.py <==
# Synthesis and PnR figures
metrics = {
    "pwr": {
        "powerDensity_mw_per_mm2": 226.9,
        "p_leak_nw": 3.279,
        "vdd_drop_max_v": 0.0002464,
    },
    "die": {
        "die_y_um": 130.6,
        "chip_area_mm2": 0.01705,
        "die_x_um": 130.6,
        "io_pins": 25,
        "fp_util_pct": 51.67,
        "rows": 46,
        "core_area_mm2": 0.01600,
    },
    "critical_path": {
        "critical_path_class": "primary input to output port",
        "r2r_end": "sample_watch.counter[0]$_SDFF_PP1_",
        "crit_top_cell": "clkdlybuf4s50_1",
        "crit_required_ns": 3.04,
        "endpoint": "led[2]",
        "critPathArrivalTime_ns": 2.52,
        "r2r_slack_ns": 1.57,
        "worstPathCellList": "clkdlybuf4s50_1 > nand2_1 > xor2_1 > o21ai_0 > clkdlybuf4s50_1",
        "worst-r2r-cell-count": 6,
        "endpoint_kind": "output port",
        "path_max_fanout": 7,
        "crit_start": "sws[0]",
        "worst_setup_path_start_kind": "primary input",
        "r2r-start": "sample_watch.counter[23]$_SDFF_PP0_",
        "critPathMaxStageDelay_ns": 0.59,
        "slowest_stage": "clkdlybuf4s50_1",
    },
    "final_timing": {
        "max-slew-margin-rel_pct": 39.50,
        "fin_crit_sh_pct": 86.23,
        "finalHoldViolCount": 0,
        "setup_tns_ns": 0,
        "max_freq_ghz": 0.3052,
        "tightest_slew_ns": 0.8992,
        "rsz0062_at_grt": "no",
        "unconstrained_endpoints": 129,
        "fin_skew_ns": 0.006808,
        "finalSetupViolCount": 0,
        "timing.hold.ws_ns": 0.4461,
        "unclocked_regs": 72,
        "finalWorstPathRequiredPeriod_ns": 3.277,
        "drv_slew": 0,
    },
    "synth": {
        "synthCells": 877,
        "netlist_area_mm2": 0.008267,
        "synth-edff-count": 38,
        "synth_async_sr_flop_share_pct": 8.840,
        "yosysSeqAreaShare_pct": 49.40,
        "synth_top_area_share_pct": 30.76,
        "ys_ff": 181,
        "ys_warn_count": 0,
        "top_area_cell": "dfxtp_1",
        "ys_cells": 877,
        "area_leaders": "dfxtp_1, edfxtp_1, xor2_1",
        "ff_type": "dfxtp_1",
        "synth_area_per_cell_um2": 9.426,
        "yosysUniqueCellTypes": 54,
        "ys_area_mm2": 0.008267,
    },
    "layout": {
        "drive_above_1_share_pct": 4.911,
        "fillerInstances": 1363,
        "register_area_mm2": 0.004084,
        "logic_area_mm2": 0.003935,
        "fin_cells": 1112,
        "synthToLayoutAreaGrowth_pct": 9.142,
        "reg_top3": "led_scan_watch.counter (32), sample_watch.counter (32), send_watch.counter (32)",
    },
    "global_route": {
        "gr-usage-met1_pct": 29.22,
        "grt_pass1_wl_um": 23990,
        "grt.busiest_layer": "met1",
        "grt_use_met3_pct": 2.073,
        "grt_overflow": 0,
        "track_usage_pct": 17.71,
        "first_global_vias": 5319,
        "grt_max_degree": 43,
        "grt_use_met2_pct": 27.58,
        "antenna_found_initial": 0,
    },
    "route": {
        "drt_iter0_markers": 269,
        "dr.pass1.iters": 5,
        "routed_wl_um": 13800,
        "drc": 0,
        "post_drt_via_cell_ratio": 5.247,
        "antenna_cells": 0,
        "routedWlPerCell_um": 12.41,
        "ant_nets": 0,
        "vias": 5835,
    },
    "place": {
        "numPortBuffers": 23,
        "dp.cells": 1096,
        "dp_hpwl_um": 9606,
        "gp_congestion": 0.8222,
    },
    "clock_network": {
        "postCtsSetupBuffers": 0,
        "cts-resized-gates": 0,
        "clk_latency_ns": 0.34,
        "cts_hold_buffers": 0,
        "cts_tree": "built",
        "cts-root-buf": "clkbuf_16",
        "htree_levels": 3,
        "cts_buffers": 9,
        "cts_buffer_depth": 2,
        "cts.clk_slew.worst_paths_ns": 0.07,
    },
    "flow_run": {
        "warning_count": 41,
        "drv_cap": 0,
    },
    "status": {
        "outcome": "finished clean",
    },
    "worst_hold_path": {
        "hold_path_class": "flip-flop to flip-flop",
    },
}
cells in the final DEF (no fill, tap or decap), types with 6 or more instances in the layout:
cell and instances:
nor2b_1 8, edfxtp_1 38, nand4_1 43, nand2b_1 9, xnor2_1 57, nor2_1 135, nand2_1 57, ha_1 23
and4_1 8, clkdlybuf4s50_1 23, xor2_1 70, nor3_1 16, nor4_1 23, dfrtp_1 16, or3_1 6, inv_1 40
and3_1 13, nand3_1 44, clkbuf_16 9, buf_4 11, and2_1 8, dfxtp_1 127, a21oi_1 19, o21ai_0 26
cell families after synthesis:
family	synth area share [%]
and+or+nand+nor	24.31
DFF	49.40
xor gates and xnor gates	13.46
AOI/OAI and AO/OA	5.343
buffers and inverters	3.360
adders and majority gates	3.481
muxes	0.6054
other	0.04536
how the worst min path moves through the flow:
stage,start,to,slack (ns),depth (start not counted)
CTS,send_watch.counter[0]$_SDFF_PP1_,send_watch.counter[0]$_SDFF_PP1_,0.45,1
global route,send_watch.counter[0]$_SDFF_PP1_,send_watch.counter[0]$_SDFF_PP1_,0.47,1
finish,send_watch.counter[0]$_SDFF_PP1_,send_watch.counter[0]$_SDFF_PP1_,0.45,1
where the power goes:
part,switching [mW],internal [mW]
logic,0.00762,0.0149
clock network,0.405,0.462
registers,0,1.16
total,0.412,1.63
layout make-up:
| type | instances | area share [%] |
|---|---|---|
| repair buffers | 34 | 3.467 |
| flip-flops and latches | 181 | 45.26 |
| multi-input cells | 625 | 43.61 |
| clock buffers | 12 | 2.732 |
| clock inverters | 4 | 0.2635 |
| well taps | 216 | 2.995 |
| inverters | 40 | 1.664 |
per-layer routing:
layer	routed length, µm	up-vias
met4	92	0
met5	0	-
met2	6042	88
met1	7251	2720
met3	416	5
li1	-	3022
critical path: cells and delay by family:
family	cells	cell delay [ns]
simple gates	1	0.27
buf+inv	2	1.08
xor+xnor	1	0.22
compound gates	1	0.18
metrics by stage:
stage / utilization [%] / worst slack (ns) / cell area [µm²] / total power [mW]
4_1_cts: 56.39 / 0.5287 / 9022 / 2.077
5_1_grt: 56.39 / 0.3703 / 9022 / 2.121
3_5_place_dp: 54.70 / 0.5353 / 8752 / 1.207
6_report: 56.39 / 0.5231 / 9022 / 2.047
2_1_floorplan: - / 1.782 / 8267 / 1.193
3_3_place_gp: 54.70 / 0.6042 / 8752 / 1.206
Yosys cell counts, types with 2 or more instances:
library cell,count
a31oi_1,4
and3_1,13
and2_1,8
o221ai_1,2
nand3b_1,2
nor2_2,3
edfxtp_1,38
nand2_1,57
nand2b_1,9
nor4_2,3
o211ai_1,4
a21oi_1,19
o22ai_1,3
nor4_1,23
o31ai_1,2
nor3_1,16
or2_2,3
nor2_1,136
nand3_1,44
ha_1,23
nor2b_1,8
inv_1,40
o2111ai_1,2
o21a_1,4
clkbuf_1,28
nor3b_1,2
nand4b_1,2
o21ai_0,26
xnor2_1,57
or3_1,6
dfxtp_1,127
mux2i_1,5
a22o_1,2
nand4_1,43
nor3_2,3
dfrtp_1,16
xor2_1,70
and4_1,8
Power is estimated from default activity; no workload was simulated.
